### design.v
module conv_unit(
    input clk,
    input reset,
    input start,
    output reg done,
    input  wire [11:0] sram1_start_address,
    input  wire [11:0] sram2_start_address,
    output reg [11:0] sram_address_1,
    input  wire [15:0] sram_readdata_1,
    output reg [15:0] sram_writedata_1,
    output reg        sram_write_1,
    output reg [11:0] sram_address_2,
    input  wire [15:0] sram_readdata_2,
    output reg [15:0] sram_writedata_2,
    output reg        sram_write_2,
    input  wire [5:0]  src1_row_size,
    input  wire [5:0]  src1_col_size,
    input  wire [5:0]  src2_row_size,
    input  wire [5:0]  src2_col_size,
    input  wire [11:0] dest_start_address,
    output reg [11:0] dest_address,
    output reg [15:0] dest_writedata,
    input  wire [15:0] dest_readdata,
    output reg        dest_write
);
    reg  [2:0]  state;
    reg  [2:0]  internal_state;
    reg [15:0]  imag_data, weight1, weight2, weight3;
    wire [15:0]  operand_output[2:0];
    reg [15:0]  kernel_output[2:0];
    reg  [3:0]  conv_counter;
    reg  [4:0]  kernel_counter;
    reg  [1:0]  store_counter;
    reg  [9:0]  imag_counter;
    reg [15:0]  kernel1 [8:0];
    reg [15:0]  kernel2 [8:0];
    reg [15:0]  kernel3 [8:0];
    reg         internal_reset1, internal_reset2, internal_reset3;
    element_process processUnit1 (clk, internal_reset1, imag_data, weight1, operand_output[0]);
    element_process processUnit2 (clk, internal_reset2, imag_data, weight2, operand_output[1]);
    element_process processUnit3 (clk, internal_reset3, imag_data, weight3, operand_output[2]);
    always @(posedge clk) begin
        if (reset) begin
            internal_state <= 0;
        end
        if (internal_state == 0 && ( (state == 1 && kernel_counter == (src1_row_size-2)) || (state == 2 || state == 3) ) )begin
            internal_state <= 1;
        end
        else if (internal_state == 1 && conv_counter == 7) begin
            internal_state <= 3;
        end
        else if ( (conv_counter+2) % 3 == 0 && internal_state == 1 ) begin
            internal_state <= 2;
        end
        else if (internal_state == 2 && conv_counter != 7) begin
            internal_state <= 1;
        end
        else if (internal_state == 3) begin
            internal_state <= 4;
        end
        else if (internal_state == 4) begin
            internal_state <= 5;
        end
        else if (internal_state == 5 && store_counter == 2) begin
            internal_state <= 0;
        end
        else begin
            internal_state <= internal_state;
        end
    end
    always @(posedge clk) begin
        if (reset) begin
            state <= 0;
        end
        else if (start) begin
            if (state == 0) begin
                state <= 1;
            end 
        end
        else if (state == 1 && kernel_counter == (src1_row_size-2)) begin
            state <= 2;
        end
        else if (state == 2 && internal_state == 5 && store_counter == 2) begin
            state <= 3;
        end
        else if (state == 3 && imag_counter == (src1_row_size-2)*(src1_row_size-2)-1 && internal_state == 0 && store_counter == 3) begin
            state <= 4;
        end
        else begin
            state <= state;
        end
    end 
    always @(posedge clk) begin
        if (reset) begin
            conv_counter <= 0;
            imag_counter <= 0;
            internal_reset1 <= 1;
            internal_reset2 <= 1;
            internal_reset3 <= 1;
            dest_write <= 0;
            store_counter <= 0;
        end
        else begin
            if (internal_state == 0 && state == 1 && kernel_counter == 26) begin
                conv_counter <= conv_counter + 1;
            end
            if ((state == 1 && kernel_counter == 25)) begin
                sram_address_1 <= sram1_start_address;
                internal_reset1 <= 0;
                internal_reset2 <= 0;
                internal_reset3 <= 0;
                dest_write <= 0;
                store_counter <= 0;
            end
            else if ((state == 1 && kernel_counter == (src1_row_size-2))) begin
                sram_address_1 <= sram_address_1 + 1;
            end
            else if (state == 2 || state == 3) begin
                case (internal_state)
                    0: begin  
                        dest_write <= 0;
                        store_counter <= 0;
                        sram_address_1 <= sram_address_1 + 1;
                        if (store_counter == 3) begin
                            imag_counter <= imag_counter + 1;
                        end
                        conv_counter <= conv_counter + 1;
                    end
                    1: begin  
                        sram_address_1 <= sram_address_1 + 1;
                        conv_counter <= conv_counter + 1;
                    end
                    2: begin  
                        sram_address_1 <= sram_address_1 + src1_col_size - 2;
                        conv_counter <= conv_counter + 1;
                    end
                    3: begin  
                        if ((imag_counter + 1) % 26 == 0 && imag_counter > 0) begin
                            sram_address_1 <= sram_address_1 - (src1_col_size*2) + 1; 
                        end
                        else begin
                            sram_address_1 <= sram_address_1 - (src1_col_size*2) - 1; 
                        end
                        conv_counter <= conv_counter + 1;
                        internal_reset1 <= 1;
                        internal_reset2 <= 1;
                        internal_reset3 <= 1;
                    end
                    4: begin 
                        conv_counter <= 0;
                        dest_writedata <= operand_output[store_counter];
                        dest_write <= 1;
                        if (state == 2) begin
                            dest_address <= dest_start_address;
                        end
                        else if (state == 3) begin
                            dest_address <= dest_address - 2*(src1_row_size-2)*(src1_row_size-2)+1;
                        end
                        kernel_output[0] <= operand_output[0];
                        kernel_output[1] <= operand_output[1];
                        kernel_output[2] <= operand_output[2];
                        store_counter <= store_counter + 1;
                    end
                    5: begin   
                        dest_writedata <= kernel_output[store_counter];
                        dest_address <= dest_address + (src1_row_size-2)*(src1_row_size-2);
                        store_counter <= store_counter + 1;
                        if (store_counter == 2) begin
                            internal_reset1 <= 0;
                            internal_reset2 <= 0;
                            internal_reset3 <= 0;
                        end
                    end
                endcase
            end
        end
    end
    always @(posedge clk) begin
        if (reset) begin
            kernel_counter <= 0;
				done <= 0;
        end
        case(state)
            0: begin
                sram_address_2 <= sram2_start_address;
            end
            1: begin
                sram_address_2 <= sram_address_2 + 1;
                kernel_counter <= kernel_counter + 1;
                if (kernel_counter < 9) begin 
                    kernel1[kernel_counter] <= sram_readdata_2;
                end
                else if (kernel_counter < 18) begin
                    kernel2[kernel_counter-9] <= sram_readdata_2;
                end
                else begin
                    kernel3[kernel_counter-18] <= sram_readdata_2;
                end
            end
             4: begin
                 done <= 1'd1;
            end
        endcase
    end
    always @(*) begin
        imag_data = sram_readdata_1;
        weight1 = kernel1[conv_counter];
        weight2 = kernel2[conv_counter];
        weight3 = kernel3[conv_counter];
    end
endmodule
module element_process(clk, reset, a, b, out);
    parameter DATA_WIDTH = 16;
    input      signed  clk;
    input      signed  reset;
    input      signed  [DATA_WIDTH-1:0] a;
    input      signed  [DATA_WIDTH-1:0] b;
    output reg signed  [DATA_WIDTH-1:0] out;
    wire signed [DATA_WIDTH-1:0] mulResult;
    signed_mult multiplication (clk, a, b, mulResult);
    always @(posedge clk) begin
        if (reset) begin
            out <= 0;
        end
        else begin
            out <= out + mulResult;
        end
    end
endmodule
module signed_mult (clk, a, b, out);
	input      signed  clk;
	output 	signed  [15:0]	out; 
	input 	signed	[15:0] 	a; 
	input 	signed	[15:0] 	b; 
	wire 	signed	[31:0]	mult_out;
	assign out = a * b;
endmodule
### constraint.sdc
current_design conv_unit

set clk_period 11.5
set clk_io_pct 0.2

create_clock -name clk0 -period $clk_period [get_ports {clk}]

set non_clock_inputs [all_inputs -no_clocks]
set_input_delay [expr $clk_period * $clk_io_pct] -clock clk0 $non_clock_inputs
set_output_delay [expr $clk_period * $clk_io_pct] -clock clk0 [all_outputs]
### run.sh
#!/bin/bash
# OpenROAD 26Q1-2900-gdf79404cd8, Yosys 0.63+post, stock flow scripts
make -C /OpenROAD-flow-scripts/flow DESIGN_CONFIG=/design/flow/config.mk WORK_HOME=/design/flow/orfs finish
### config.mk
export PLATFORM = sky130hd
export DESIGN_NAME = conv_unit
export DESIGN_NICKNAME = conv_unit
export VERILOG_FILES = /design/flow/design.v
export SDC_FILE = /design/flow/constraint.sdc
export NUM_CORES = 4
export LEC_CHECK = 1
export CORE_UTILIZATION = 40
==> flow_metrics.py <==
# Synthesis and PnR figures
metrics = {
    "die": {
        "num_rows": 122,
        "num_io_pins": 199,
        "die_area_um2": 114000,
        "fp-utilization_pct": 40.5,
        "chipWidth_um": 338,
        "fp.coreArea_um2": 111000,
        "fp.dieH_um": 338,
    },
    "drt": {
        "num_antenna_cells": 0,
        "drtAntennaViolNets": 0,
        "first_iter_violations": 1688,
        "via_per_inst": 5.09,
        "num_vias": 28700,
        "wirelength_um": 105000,
        "wire_per_inst_um": 18.6,
        "firstDrtPassIters": 5,
        "drc_errors": 0,
    },
    "setup_path": {
        "worstPathArrival_ps": 10330,
        "rr_startpoint": "conv_counter[0]",
        "crit_top_cell": "fa_1",
        "critPathSlowestCell": "fa_1",
        "critPathMaxStageDelay_ps": 520,
        "required_ps": 12030,
        "end_kind": "flip-flop",
        "critical_path.max_fanout": 12,
        "worstSetupPathType": "in2reg",
        "crit_start": "src1_row_size[1]",
        "rr_endpoint": "processUnit1.out[15]",
        "worstSetupStartpointType": "input pin",
        "r2r_cells": 25,
        "rrSetupSlack_ps": 3720,
    },
    "clock_network": {
        "h-tree-depth": 3,
        "cts_resized": 0,
        "cts-root-buf": "clkbuf_16",
        "clk_pin_slew_ps": 60,
        "postCtsSetupBuffers": 0,
        "clock-sinks": 615,
        "insertion_delay_ps": 650,
        "cts_tree": "done",
        "numCtsBuffers": 71,
        "hold_buffers": 0,
        "clockBufferDepth": 3,
    },
    "run_status": {
        "status": "finished, final reports clean",
    },
    "sta": {
        "clock_skew_ps": 34.6,
        "setup_tns_ps": 0,
        "slew_viol_final": 0,
        "setup_violations": 0,
        "fin_crit_ps": 9810,
        "fmax_mhz": 102,
        "whs_ps": 439,
        "setup_ws_ps": 1690,
        "hold_viol": 0,
        "rsz0062_at_grt": "no",
        "slew_headroom_pct": 37.4,
        "post-route-period-util_pct": 85.3,
        "tightestPinTransition_ps": 933,
    },
    "worst_hold_path": {
        "min_to": "state[0]",
        "min_from": "state[0]",
        "worst_hold_path.num_cells": 2,
        "hold_path.class": "reg2reg",
    },
    "layout": {
        "layout-drive-gt1-share_pct": 9.55,
        "fin_area_um2": 50900,
        "seq_area_um2": 17700,
        "fill_cells": 9918,
        "logic_area_um2": 24500,
        "layout_top_cell": "inv_1",
        "areaGrowthSynthToFinish_pct": 12.8,
        "final_cell_mix": "inv_1, edfxtp_1, nand2_1",
    },
    "yosys": {
        "syn_area_um2": 45100,
        "yosys_warnings": 38,
        "ys.flop_type": "edfxtp_1",
        "synth_cells": 3926,
        "synth_area_per_cell_um2": 11.5,
        "synth.distinct_cells": 101,
        "ys_area_um2": 45100,
        "ys.flops": 615,
        "synth-edff-count": 537,
        "async_flop_share_pct": 0,
        "ys_cells": 3926,
        "ys_seq_share_pct": 39.2,
    },
    "power_and_ir_drop": {
        "power.leakage_nw": 21.0,
        "swShare_pct": 32.3,
        "vdd_ir_drop_max_v": 0.000111,
        "p_per_area_nw_per_um2": 147,
        "seq_power_share_pct": 33.2,
        "combPwrFrac_pct": 35.6,
        "switching_power_w": 0.00241,
        "power.share.clock_pct": 31.1,
        "p_int_w": 0.00505,
    },
    "global_routing": {
        "grt_pass1_vias": 30100,
        "grt_pass1_wl_um": 168000,
        "antenna_found_initial": 2,
        "grt_max_degree": 52,
        "overflow": 0,
        "grtUsageTotal_pct": 20.4,
    },
    "place": {
        "place.gp.congestion": 0.878,
        "dp_hpwl_um": 73600,
        "dpl_worst_slack_ps": 1170,
        "placed_area_um2": 48400,
        "numPortBuffers": 136,
    },
    "flow_run": {
        "cap_viol_max_count": 0,
        "warnings": 83,
    },
}
## logic make-up (layout without fill, tap and decap cells)
family | Yosys count | count (layout) | synth area share [%]
flip-flops | 615 | 615 | 39.2
multiplexers | 166 | 166 | 6.82
adder cells (fa/ha/maj) | 679 | 679 | 24.5
AND-OR/OR-AND | 466 | 466 | 6.92
other | 2 | 36 | 0.0167
XOR/XNOR | 257 | 257 | 4.99
buffers and inverters | 756 | 942 | 6.68
AND/OR/NAND/NOR | 985 | 985 | 10.8
## worst max-delay path, delay by kind of cell
kind / cells / cell delay, ps
AOI/OAI and AO/OA: 3 / 930
and+or+nand+nor: 13 / 2500
buffers and inverters: 6 / 1360
xor gates and xnor gates: 2 / 360
adders and majority gates: 7 / 2880
## how the worst max path moves through the flow
| stage | to | slack [ps] | cells after the start |
|---|---|---|---|
| final | state[3] | 1690 | 31 |
| after global routing | state[3] | 1100 | 35 |
| after CTS | state[3] | 1810 | 31 |
## final cells by class
type	instances	area share, %
timing repair buffer	253	4.36
inverter	561	4.14
tap	1488	3.66
clock buffer	82	3.63
sequential	615	34.8
multi-input combinational	2589	48.2
clock inverter	46	1.19
## state kept, by name, indices dropped and copies added (netlist names), 6 cells and up
name / count
sram_address_1: 12
processUnit1.out: 16
processUnit3.out: 16
kernel2: 144
sram_address_2: 12
dest_writedata: 16
imag_counter: 10
kernel1: 144
kernel3: 144
dest_address: 12
internal_state: 6
kernel_output: 48
processUnit2.out: 16
## metrics by stage
stage / std cells / utilization [%] / power (W)
final: 5634 / 45.7 / 0.00747
after floorplan: 3960 / - / 0.00468
after CTS: 5634 / 45.7 / 0.00756
after global placement: 5506 / 43.5 / 0.00519
after global routing: 5634 / 45.7 / 0.00806
after detailed placement: 5506 / 43.5 / 0.00520
## routing by layer
layer	track usage, %	wire length [µm]	up-vias
met4	3.31	2060	2
met1	29.4	44200	13900
met2	30.8	47800	1035
met5	0.638	12	-
li1	-	-	13600
met3	8.76	10500	126
## power by group through the flow
stage         Sequential (W)  Combinational (W)  Clock (W)
CTS                  0.00248            0.00271    0.00238
global route         0.00248            0.00311    0.00247
finish               0.00248            0.00266    0.00233
## synthesized netlist by cell type, types with 5 or more instances
cell type  instances  share of area [%]
a211oi_1          18               0.30
a21o_1            37               0.62
a21oi_1          143                1.6
a221o_1            5               0.11
a22o_1            36               0.70
a31oi_1            7              0.097
and2_1           133                1.8
and3_1            27               0.37
buf_1             28               0.23
buf_2             11               0.12
buf_4             41               0.68
clkbuf_1         114               0.95
dfxtp_1           78                3.5
edfxtp_1         537                 36
fa_1             342                 15
ha_1             337                9.3
inv_1            556                4.6
mux2i_1           49                1.1
mux4_2           112                5.6
nand2_1          383                3.2
nand2b_1          22               0.31
nand3_1           39               0.43
nand4_1           15               0.21
nor2_1           148                1.2
nor2b_1          112                1.6
nor3_1            35               0.39
nor4_1            12               0.17
o211ai_1           8               0.13
o21a_1             8               0.13
o21ai_0           79               0.88
o21ai_1           18               0.20
o21bai_1          37               0.62
o31ai_1            5              0.083
or2_2              5              0.069
or3_1             13               0.18
xnor2_1          199                3.9
xor2_1            58                1.1
Power is estimated from default activity; no workload was simulated.
