<file path="flow/run.sh">
#!/bin/bash
# OpenROAD 26Q1-2900-gdf79404cd8, Yosys 0.63+post, stock flow scripts
make -C /OpenROAD-flow-scripts/flow DESIGN_CONFIG=/design/flow/config.mk WORK_HOME=/design/flow/orfs finish
</file>
<file path="flow/config.mk">
export PLATFORM = sky130hd
export DESIGN_NAME = matrix_fc
export DESIGN_NICKNAME = matrix_fc
export VERILOG_FILES = /design/flow/design.v
export SDC_FILE = /design/flow/constraint.sdc
export NUM_CORES = 4
export LEC_CHECK = 1
export CORE_UTILIZATION = 50
</file>
<file path="flow/constraint.sdc">
current_design matrix_fc

set clk_period 18.7
set clk_io_pct 0.2

create_clock -name clk0 -period $clk_period [get_ports {clk}]

set non_clock_inputs [all_inputs -no_clocks]
set_input_delay [expr $clk_period * $clk_io_pct] -clock clk0 $non_clock_inputs
set_output_delay [expr $clk_period * $clk_io_pct] -clock clk0 [all_outputs]
</file>
<file path="flow/design.v">
module matrix_fc(
	input clk,
	input reset,
	input start,
	output reg done,
	input wire [11:0] src1_start_address,  
	input wire [11:0] src2_start_address,  
	input wire [11:0] src3_start_address,
	output reg [11:0] sram_address_1,
	input wire [15:0] sram_data_1,
	output reg [11:0] sram_address_2,
	input wire [15:0] sram_data_2,
	output reg [11:0] sram_address_3,
	input wire [15:0] sram_data_3,
	output reg [3:0] final_result
);
	 reg [3:0] state = 4'd0;
	 reg [31:0] sum_out, weight;
	 wire [15:0] multiplex_out;
    reg [3:0] count;
	 signed_mult_cnm mult1(.clk(clk), .out(multiplex_out), .a(sram_data_1), .b(sram_data_2));
	 always @(posedge clk) begin
		if(reset) begin
        state <= 4'd0;
        done <= 1'd0;
		end
		if(state == 4'd0 && start == 1'd1) begin
			sram_address_1 <= src1_start_address;
			sram_address_2 <= src2_start_address;
			sram_address_3 <= src3_start_address;
			count <= 4'd0;
			final_result <=4'd0;
			state <= 4'd1;
			weight <= 32'd0;
		end
		if(state == 4'd1) begin
			sum_out <= 32'd0;
			state <= 4'd2;
		end
		if(state == 4'd2 && count < 5)begin
			sram_address_1 <= sram_address_1 + 12'd1;
			sram_address_2 <= sram_address_2 + 12'd1;
			sum_out <= multiplex_out + sum_out;
			state <= (sram_address_1 == 12'd506)? 4'd3:4'd2;
		end
		if(state == 4'd2 && count >= 5)begin
			sram_address_1 <= sram_address_1 + 12'd1;
			sram_address_3 <= sram_address_3 + 12'd1;
			sum_out <= multiplex_out + sum_out;
			state <= (sram_address_1 == 12'd506)? 4'd3:4'd2;
		end
		if (state == 4'd3)begin
			weight <= (sum_out >= weight) ? sum_out : weight;
			final_result <= (sum_out >= weight) ? count : final_result;
			if (count == 4'd9) begin
				state <= 4'd4;
			end
			else begin
				count <= count + 4'd1;
				state <= 4'd1;
			end
			sram_address_1 <= src1_start_address;
		end
		if (state == 4'd4)begin
			 done <= 1'd1;
		end	 
	end
endmodule
module signed_mult_cnm (clk, a, b, out);
	input      signed  clk;
	output 	signed  [15:0]	out; 
	input 	signed	[15:0] 	a; 
	input 	signed	[15:0] 	b; 
	wire 	signed	[31:0]	mult_out;
	assign mult_out = a * b;
	assign out = mult_out;
endmodule
</file>
==> metrics.log <==
[flow] final metrics
[metrics] status: completed
[metrics] Worst Path Class, Setup: in -> reg
[metrics] ratio of routed vias to standard cells: 5.098
[metrics] clock latency reported for the late side of the worst-skew pair: 0.36 ns
[metrics] Final setup viols: 0
[metrics] share of cells above drive strength 1: 3.426%
[metrics] count of cells resized by post-cts repair: 0
[metrics] number of hold-repair buffers added at the cts stage: 0
[metrics] Setup crit end: sum_out[31]$_DFFE_PP_
[metrics] number of register bits inferred by synthesis: 112
[metrics] pin slew with the least headroom to its limit: 0.8192 ns
[metrics] CORE AREA: 21,220 sq um
[metrics] data required time of the critical path: 18.80 ns
[metrics] maximum number of pins on one net before global-route repair: 49
[metrics] sequential cell area fraction in the yosys report: 30.32%
[metrics] final number of max-transition violations: 0
[metrics] Pre-Repair DR Iteration Count: 4
[metrics] largest cells by area after synthesis: sky130_fd_sc_hd__edfxtp_1 29%, sky130_fd_sc_hd__fa_1 15%, sky130_fd_sc_hd__ha_1 13%
[metrics] worst rel slew slack: 45.39%
[metrics] arrival time of the worst setup path: 11.07 ns
[metrics] highest fanout seen on the critical path: 14
[metrics] Worst R2R End: weight[28]$_SDFFCE_PN0P_
[metrics] top cell types by occurrence after synthesis: 176 x sky130_fd_sc_hd__inv_1, 117 x sky130_fd_sc_hd__ha_1, 115 x sky130_fd_sc_hd__nand2_1, 107 x sky130_fd_sc_hd__edfxtp_1, 98 x sky130_fd_sc_hd__and2_1
[metrics] filler instances: 1,888
[metrics] post-CTS setup buffer count: 0
[metrics] area enclosed by the die boundary: 22,450 sq um
[metrics] Initial DRC Count: 309
[metrics] count of different cell masters after synthesis: 60
[metrics] Post-Syn Area per Cell: 9.477 sq um
[metrics] count of nets left with antenna violations after detail routing: 0
[metrics] dominant cell type by area after synthesis: sky130_fd_sc_hd__edfxtp_1
[metrics] Die Y-Extent: 149.8 um
[metrics] gate count after technology mapping: 1,153
[metrics] most common cell in the netlist: sky130_fd_sc_hd__inv_1
[metrics] Synthesis Warnings: 1
[metrics] Hold Worst Slack: 0.4841 ns
[metrics] routed len/inst: 14.72 um
[metrics] antenna violations before repair: 0
[metrics] Longest Clk Path Bufs: 2
[metrics] detailed-route wire length: 22,520 um
[metrics] horizontal die size: 149.8 um
[metrics] unrepaired setup endpoints after global routing: false
[metrics] kind of capture point of the worst setup path: flop
[metrics] count of max-cap constraint violations: 0
[metrics] number of port buffers: 111
[metrics] stage-log warning count: 45
[metrics] final cycle utilization of the critical path: 58.67%
[metrics] number of inserted diodes: 0
[metrics] Async S/R FF share, synth: 0%
[metrics] num rows: 53
[metrics] flip-flops with a built-in enable: 107
[metrics] initial cell density of the core: 51.49%
[metrics] signed area change from the synthesized netlist to the final layout: 15.49%
[metrics] clock-pin slew on the worst setup and hold paths: 0.08 ns
[metrics] Crit. Startpoint: sram_data_1[2]
[metrics] CTS tree: done
[metrics] cell area after synthesis: 10,930 sq um
[metrics] total clock buffers created by CTS: 9
[metrics] element type at the critical path start: primary input
[metrics] DP HPWL: 17,150 um
[metrics] area figure in the yosys stat output: 10,930 sq um
[metrics] vias post-DR: 7,800
[metrics] clk sink count: 112
[metrics] Yosys Instances: 1,153
[metrics] global router's overall resource usage: 22.61%
[metrics] reg-to-reg slack, setup: 15.18 ns
[metrics] worst-case clock skew: 0.009766 ns
[metrics] H-tree Lvls: 3
[metrics] Tmin final: 10.97 ns
[metrics] wire length of the first global-routing pass: 37,470 um
[metrics] Most common reg cell: sky130_fd_sc_hd__edfxtp_1
[metrics] Synth top area share: 29.41%
[metrics] RD Place Congestion: 0.8819
[metrics] number of hold violations in the final report: 0
[metrics] sum of negative setup slack: 0 ns
[metrics] total DRC errors in the routed layout: 0
[metrics] achievable frequency: 91.15 MHz
[metrics] Hold/Removal Path Class: reg -> reg
[metrics] r2r startpoint: sum_out[23]$_DFFE_PP_
[metrics] via count of the first global-routing pass: 7,507
[metrics] buffer cell driving the clock tree root: sky130_fd_sc_hd__clkbuf_16
[metrics] boundary pin count: 128
[metrics] number of cells on the worst reg-to-reg path: 9
[metrics] total gr overflow: 0
critical path, stage by stage:
cell	delay [ns]
sky130_fd_sc_hd__clkdlybuf4s50_1	0.78
sky130_fd_sc_hd__and2_1	0.34
sky130_fd_sc_hd__fa_1	0.53
sky130_fd_sc_hd__inv_1	0.06
sky130_fd_sc_hd__fa_1	0.53
sky130_fd_sc_hd__inv_1	0.04
sky130_fd_sc_hd__ha_1	0.29
sky130_fd_sc_hd__ha_1	0.28
sky130_fd_sc_hd__inv_1	0.05
sky130_fd_sc_hd__fa_1	0.50
sky130_fd_sc_hd__fa_1	0.54
sky130_fd_sc_hd__inv_1	0.04
sky130_fd_sc_hd__ha_1	0.33
sky130_fd_sc_hd__and3_1	0.18
sky130_fd_sc_hd__a211o_1	0.33
sky130_fd_sc_hd__o31ai_1	0.51
sky130_fd_sc_hd__o21ai_0	0.25
sky130_fd_sc_hd__xnor2_1	0.23
sky130_fd_sc_hd__ha_1	0.31
sky130_fd_sc_hd__a21oi_1	0.35
sky130_fd_sc_hd__nand2_1	0.16
sky130_fd_sc_hd__a31oi_4	0.36
sky130_fd_sc_hd__nor4b_2	0.11
sky130_fd_sc_hd__xnor2_1	0.16
sky130_fd_sc_hd__nor2_1	0.05
registers in the layout, summed over array words and instances, names as in the netlist:
name,cells
weight,32
done,1
sram_address_1,12
sum_out,32
final_result,4
state,3
count,4
sram_address_2,12
sram_address_3,12
area by class of cell:
cell class	count	area, sq um	area share, %
Sequential cell	112	3313	26.25
Inverter	176	660.6	5.235
Clock buffer	9	225.2	1.785
Clock inverter	7	77.57	0.6147
Tap cell	275	344.1	2.727
Multi-Input combinational cell	833	6835	54.16
Timing Repair Buffer	118	1164	9.221
worst min path at each step:
stage | start | endpoint | slack, ns | cells past startpoint
after global routing | done$_SDFFE_PN1P_ | done$_SDFFE_PN1P_ | 0.51 | 2
after CTS | done$_SDFFE_PN1P_ | done$_SDFFE_PN1P_ | 0.49 | 2
final | done$_SDFFE_PN1P_ | done$_SDFFE_PN1P_ | 0.48 | 2
metrics by stage:
step	std cells	area [sq um]	utilization (%)	setup slack [ns]
after global routing	1530	12620	59.47	7.326
final	1530	12620	59.47	7.729
after detailed placement	1514	12320	58.04	7.411
after CTS	1530	12620	59.47	7.723
after global placement	1514	12320	58.04	7.401
after floorplan	1153	10930	-	8.845
metal layers:
layer	GRT usage, %	routed length [um]	vias up
met5	0	0	-
met4	1.566	129	0
met3	4.379	1169	9
met2	32.82	9968	157
met1	39.57	11260	3639
li1	-	-	3995
cells by family after synthesis:
logic type,count (synthesis),share of synthesized area [%]
mux,5,0.4809
xor+xnor,92,7.374
compound gates,137,7.661
buf+inv,208,7.386
fa+ha+maj,197,28.05
flops,112,30.32
simple gates,402,18.72
cell usage in the layout, fill, tap and decap left out, types with 28 or more instances in the layout:
cell type / n
sky130_fd_sc_hd__clkdlybuf4s50_1: 111
sky130_fd_sc_hd__o21ai_0: 29
sky130_fd_sc_hd__a21oi_1: 59
sky130_fd_sc_hd__inv_1: 176
sky130_fd_sc_hd__nor2_1: 75
sky130_fd_sc_hd__nand2_1: 114
sky130_fd_sc_hd__fa_1: 80
sky130_fd_sc_hd__ha_1: 117
sky130_fd_sc_hd__xor2_1: 33
sky130_fd_sc_hd__edfxtp_1: 107
sky130_fd_sc_hd__nand3_1: 28
sky130_fd_sc_hd__xnor2_1: 59
sky130_fd_sc_hd__and2_1: 98
